**design/flow/config.mk**
```make
export PLATFORM = sky130hd
export DESIGN_NAME = lcd_driver
export DESIGN_NICKNAME = lcd_driver
export VERILOG_FILES = /design/flow/design.v
export SDC_FILE = /design/flow/constraint.sdc
export NUM_CORES = 4
export LEC_CHECK = 1
export CORE_UTILIZATION = 50
```
**design/flow/constraint.sdc**
```tcl
current_design lcd_driver

set clk_period 1.1
set clk_io_pct 0.2

create_clock -name clk0 -period $clk_period [get_ports {CLOCK_50}]
create_clock -name clk1 -period $clk_period [get_ports {KEY0}]

set non_clock_inputs [all_inputs -no_clocks]
set_input_delay [expr $clk_period * $clk_io_pct] -clock clk0 $non_clock_inputs
set_output_delay [expr $clk_period * $clk_io_pct] -clock clk0 [all_outputs]
```
**design/flow/design.v**
```verilog
module lcd_driver(
  input CLOCK_50,     
  input [17:0] SW,     
  input KEY0,       
  output LCD_ON,     
  output LCD_BLON,     
  output LCD_RW,     
  output LCD_EN,     
  output LCD_RS,     
  inout [7:0] LCD_DATA     
);
wire DLY_RST;
Reset_Delay r0(    .iCLK(CLOCK_50),.oRESET(DLY_RST) );
assign    LCD_ON        =    1'b1;
assign    LCD_BLON    =    1'b1;
wire [3:0] hex3,hex2,hex1,hex0;
assign hex3 = SW[17:14];
assign hex2 = SW[13:10];
assign hex1 = SW[7:4];
assign hex0 = SW[3:0];
LCD_Display u1(
   .iCLK_50MHZ(CLOCK_50),
   .iRST_N(DLY_RST),
   .K0_clk(KEY0),
   .hex0(hex0),
   .hex1(hex1),
   .hex2(hex2),
   .hex3(hex3),
   .DATA_BUS(LCD_DATA),
   .LCD_RW(LCD_RW),
   .LCD_E(LCD_EN),
   .LCD_RS(LCD_RS)
);
endmodule
module LCD_Display(iCLK_50MHZ, iRST_N,K0_clk, hex3,hex2,hex1, hex0, 
    LCD_RS,LCD_E,LCD_RW,DATA_BUS);
input iCLK_50MHZ, iRST_N,K0_clk;
input [3:0] hex3,hex2,hex1, hex0;
output LCD_RS, LCD_E, LCD_RW;
output [7:0] DATA_BUS; 
parameter
HOLD = 4'h0,
FUNC_SET = 4'h1,
DISPLAY_ON = 4'h2,
MODE_SET = 4'h3,
Print_String = 4'h4,
LINE2 = 4'h5,
RETURN_HOME = 4'h6,
DROP_LCD_E = 4'h7,
RESET1 = 4'h8,
RESET2 = 4'h9,
RESET3 = 4'ha,
DISPLAY_OFF = 4'hb,
DISPLAY_CLEAR = 4'hc;
reg [3:0] state, next_command;
reg [7:0] DATA_BUS_VALUE;
wire [7:0] Next_Char;
reg [19:0] CLK_COUNT_400HZ;
reg [4:0] CHAR_COUNT;
reg CLK_400HZ, LCD_RW_INT, LCD_E, LCD_RS;
assign DATA_BUS = (LCD_RW_INT? 8'bZZZZZZZZ: DATA_BUS_VALUE);
LCD_display_string u1(
.index(CHAR_COUNT),
.out(Next_Char),
.K0_clk(K0_clk),
.hex3(hex3),
.hex2(hex2),
.hex1(hex1),
.hex0(hex0));
assign LCD_RW = LCD_RW_INT;
always @(posedge iCLK_50MHZ or negedge iRST_N)
    if (!iRST_N)
    begin
       CLK_COUNT_400HZ <= 20'h00000;
       CLK_400HZ <= 1'b0;
    end
    else if (CLK_COUNT_400HZ < 20'h0F424)
    begin
       CLK_COUNT_400HZ <= CLK_COUNT_400HZ + 1'b1;
    end
    else
    begin
      CLK_COUNT_400HZ <= 20'h00000;
      CLK_400HZ <= ~CLK_400HZ;
    end
always @(posedge CLK_400HZ or negedge iRST_N)
    if (!iRST_N)
    begin
     state <= RESET1;
    end
    else
    case (state)
    RESET1:            
    begin
      LCD_E <= 1'b1;
      LCD_RS <= 1'b0;
      LCD_RW_INT <= 1'b0;
      DATA_BUS_VALUE <=  8'h38;
      state <= DROP_LCD_E;
      next_command <= RESET2;
      CHAR_COUNT <= 5'b00000;
    end
	RESET2:
	 begin
      LCD_E <= 1'b1;
      LCD_RS <= 1'b0;
      LCD_RW_INT <= 1'b0;
      DATA_BUS_VALUE <=  8'h38;
      state <= DROP_LCD_E;
      next_command <= RESET3;
      CHAR_COUNT <= 5'b00000;
    end
    RESET3:
	 begin
      LCD_E <= 1'b1;
      LCD_RS <= 1'b0;
      LCD_RW_INT <= 1'b0;
      DATA_BUS_VALUE <=  8'h38;
      state <= DROP_LCD_E;
      next_command <= FUNC_SET;
      CHAR_COUNT <= 5'b00000;
    end
    FUNC_SET:
    begin
      LCD_E <= 1'b1;
      LCD_RS <= 1'b0;
      LCD_RW_INT <= 1'b0;
      DATA_BUS_VALUE <= 8'h38;
      state <= DROP_LCD_E;
      next_command <= DISPLAY_OFF;
    end
    DISPLAY_OFF:
    begin
      LCD_E <= 1'b1;
      LCD_RS <= 1'b0;
      LCD_RW_INT <= 1'b0;
      DATA_BUS_VALUE <= 8'h08;
      state <= DROP_LCD_E;
      next_command <= DISPLAY_CLEAR;
    end
    DISPLAY_CLEAR:
    begin
      LCD_E <= 1'b1;
      LCD_RS <= 1'b0;
      LCD_RW_INT <= 1'b0;
      DATA_BUS_VALUE <= 8'h01;
      state <= DROP_LCD_E;
      next_command <=  MODE_SET;
    end
    MODE_SET:
    begin
      LCD_E <= 1'b1;
      LCD_RS <= 1'b0;
      LCD_RW_INT <= 1'b0;
      DATA_BUS_VALUE <= 8'h06;
      state <= DROP_LCD_E;
      next_command <=  DISPLAY_ON;
    end
    DISPLAY_ON:
    begin
      LCD_E <= 1'b1;
      LCD_RS <= 1'b0;
      LCD_RW_INT <= 1'b0;
      DATA_BUS_VALUE <= 8'h0C;
      state <= DROP_LCD_E;
      next_command <= Print_String;
    end
    Print_String:
    begin
      state <= DROP_LCD_E;
      LCD_E <= 1'b1;
      LCD_RS <= 1'b1;
      LCD_RW_INT <= 1'b0;
      if (Next_Char[7:4] != 4'h0)
        DATA_BUS_VALUE <= Next_Char;
      else if (Next_Char[3:0] >9)
         DATA_BUS_VALUE <= {4'h4,Next_Char[3:0]-4'h9};
      else
         DATA_BUS_VALUE <= {4'h3,Next_Char[3:0]};
      if ((CHAR_COUNT < 31) && (Next_Char != 8'hFE))
         CHAR_COUNT <= CHAR_COUNT + 1'b1;
      else
         CHAR_COUNT <= 5'b00000; 
      if (CHAR_COUNT == 15)
        next_command <= LINE2;
      else if ((CHAR_COUNT == 31) || (Next_Char == 8'hFE))
        next_command <= RETURN_HOME;
      else
        next_command <= Print_String;
    end
    LINE2:
    begin
      LCD_E <= 1'b1;
      LCD_RS <= 1'b0;
      LCD_RW_INT <= 1'b0;
      DATA_BUS_VALUE <= 8'hC0;
      state <= DROP_LCD_E;
      next_command <= Print_String;
    end
    RETURN_HOME:
    begin
      LCD_E <= 1'b1;
      LCD_RS <= 1'b0;
      LCD_RW_INT <= 1'b0;
      DATA_BUS_VALUE <= 8'h80;
      state <= DROP_LCD_E;
      next_command <= Print_String;
    end
    DROP_LCD_E:
    begin
      LCD_E <= 1'b0;
      state <= HOLD;
    end
    HOLD:
    begin
      state <= next_command;
    end
    endcase
endmodule
module LCD_display_string(index,out,K0_clk, hex3,hex2,hex0,hex1);
input K0_clk;
input [4:0] index;
input [3:0] hex3,hex2,hex1,hex0;
output [7:0] out;
reg [7:0] out;
reg [7:0]  dec;
reg [11:0] b;
reg [3:0] count;
reg [7:0] regs [15:0];
initial
 begin
   count=4'd0;
 end
	always @(posedge K0_clk)
	if(count == 16)
		count <= 1'b0;
	else
	begin
		  regs[count] <= {hex3,hex2};
		  count<=count+1'b1;
	end
   always 
     case (index)
    5'h00: out <= 8'h41;
    5'h01: out <= 8'h53;
    5'h02: out <= 8'h43;
    5'h03: out <= 8'h49;
    5'h04: out <= 8'h49;
    5'h05: out <= 8'h3a;
    5'h06: out <= 8'h30;
    5'h07: out <= 8'h78;
    5'h08: out <= {4'h0,hex1};
    5'h09: out <= {4'h0,hex0};
    5'h0b: out <= {hex1,hex0};
     5'h0d: 
	 begin
		dec<={hex1,hex0};
		b[11:8]=(dec/100)%10;
		out <= {4'h0,b[11:8]};
     end
   5'h0e:  
      begin
		dec<={hex1,hex0};
		b[7:4]=(dec/10)%10;
		out <= {4'h0,b[7:4]};
      end
   5'h0f: 
      begin
		dec<={hex1,hex0};
	    b[3:0]=dec%10;
		out <= {4'h0,b[3:0]};
     end
    5'h10: out <= regs[0];
    5'h11: out <= regs[1];
    5'h12: out <= regs[2];
    5'h13: out <= regs[3];
    5'h14: out <= regs[4];
    5'h15: out <= regs[5];
    5'h16: out <= regs[6];
    5'h17: out <= regs[7];
    5'h18: out <= regs[8];
    5'h19: out <= regs[9];
    5'h1a: out <= regs[10];
    5'h1b: out <= regs[11];
    5'h1c: out <= regs[12];
    5'h1d: out <= regs[13];
    5'h1e: out <= regs[14];
    5'h1f: out <= regs[15];
    default: out <= 8'h20;
     endcase
endmodule
module Typing(K0_clk,iRST_N);
input K0_clk,iRST_N;
always @(posedge K0_clk or negedge iRST_N)
begin
end
endmodule
module    Reset_Delay(iCLK,oRESET);
input        iCLK;
output reg    oRESET;
reg    [19:0]    Cont;
always@(posedge iCLK)
begin
    if(Cont!=20'hFFFFF)
    begin
        Cont    <=    Cont+1'b1;
        oRESET    <=    1'b0;
    end
    else
    oRESET    <=    1'b1;
end
endmodule 
```
**design/flow/run.sh**
```bash
#!/bin/bash
# OpenROAD 26Q1-2900-gdf79404cd8, Yosys 0.63+post, stock flow scripts
make -C /OpenROAD-flow-scripts/flow DESIGN_CONFIG=/design/flow/config.mk WORK_HOME=/design/flow/orfs finish
```
==> impl_metrics.py <==
# Auto-generated metrics
metrics = {
    "die": {
        "fp-utilization": 0.511,
        "core_area_mm2": 0.0218,
        "die_w_um": 151,
        "row_count": 54,
        "dieHeight_um": 151,
        "io_pins": 33,
        "dieArea_mm2": 0.0229,
    },
    "flow_run": {
        "cap_violations": 0,
        "warning_count": 44,
    },
    "power": {
        "power.internal_mw": 13.2,
        "leakagePower_nw": 4.88,
        "swShare": 0.260,
        "p_sw_mw": 4.67,
        "ir_drop_uv": 1260,
        "power_density_mw_per_mm2": 1340,
        "p_clk_frac": 0.382,
        "combPwrFrac": 0.188,
        "seqPwrFrac": 0.430,
    },
    "logic_synthesis": {
        "edf_count": 167,
        "ys_cells": 1014,
        "netlist_area_mm2": 0.0111,
        "ys_area_mm2": 0.0111,
        "numSynthFlops": 205,
        "synth.distinct_cells": 93,
        "yosysWarnings": 4,
        "synth_top_area_share": 0.450,
        "ys.flop_type": "edfxtp_1",
        "synth.cells.most_frequent": "167 x edfxtp_1, 81 x nor2_1, 77 x nand2_1, 48 x ha_1, 45 x nand3_1",
        "top_cell": "edfxtp_1",
        "synthCells": 1014,
        "synth_area_per_cell_um2": 11.0,
        "yosys.area.top_type": "edfxtp_1",
        "synth.area.top_cells": "edfxtp_1 45%, dfrtp_1 5.4%, ha_1 5.4%",
        "synthArstFlopShare": 0.122,
    },
    "setup_path": {
        "crit_slowest_cell": "edfxtp_1",
        "end_kind": "register",
        "required_ns": 1.15,
        "worstPathCellList": "and3_4, and2_4, nand2_4, nor2_4, and4_4, nand4_1, buf_6, clkbuf_16",
        "worstSetupPathType": "register to register",
        "cp_data_arrival_time_ns": 1.76,
        "worstSetupStartpointType": "register",
        "critPathMaxStageDelay_ns": 0.36,
        "crit_fanout": 7,
    },
    "timing": {
        "hold_viol": 0,
        "setup_viol": 183,
        "slew_viol_final": 0,
        "grt_setup_unrepaired": "yes",
        "layout_setup_ws_ns": -0.612,
        "unclocked_pins": 31,
        "worstMarginPinSlew_ns": 0.913,
        "tns_ns": -32.84,
        "untimed_endpoints": 60,
        "slew_headroom": 0.387,
        "finClkSkew_ns": 0.00467,
    },
    "drt": {
        "drt-pass1-iter-count": 5,
        "postRouteAntennaNets": 0,
        "drtIter0Drc": 466,
        "via_per_inst": 5.96,
        "vias": 8380,
        "wl_per_cell_um": 19.4,
        "wl_um": 27300,
        "diodes": 0,
        "drc_errors": 0,
    },
    "global_route": {
        "grt_pass1_wl_um": 42400,
        "antenna_found_initial": 0,
        "grt_overflow_total": 0,
        "grt_max_degree": 31,
        "grt_pass1_vias": 8026,
        "grt_usage": 0.264,
    },
    "clocking": {
        "hold_buffers": 0,
        "cts_tree": "yes",
        "clkTransAtPathRegs_ns": 0.06,
    },
    "finish": {
        "drive_gt1_frac": 0.205,
        "stdcell_count": 1407,
        "syn_to_final_growth_pct": 20.1,
        "final_core_util": 0.613,
    },
    "placed_design": {
        "globalplace.congestion": 0.886,
        "portBuffers": 18,
        "hpwlAfterDp_um": 18900,
        "dp.cells": 1354,
    },
    "status": {
        "status": "complete, but fails checks",
        "violations": "setup timing",
    },
    "hold_path": {
        "hold_path_class": "register to async pin",
    },
}
[layer usage]
metal  wire (um)  share of wire  GRT usage
met5           0              0          0
met4         454          0.017     0.0420
met3        2360          0.086      0.112
met2       12800           0.47      0.403
met1       11600           0.43      0.378
[cell families after synthesis]
| group | count (synthesis) | share of synthesized area |
|---|---|---|
| compound gates | 260 | 0.172 |
| xor+xnor | 48 | 0.0377 |
| fa+ha+maj | 48 | 0.0539 |
| buf+inv | 70 | 0.0252 |
| flops | 197 | 0.515 |
| latches | 8 | 0.0108 |
| mux | 12 | 0.0112 |
| other cells | 2 | 0.000674 |
| simple gates | 369 | 0.173 |
[worst max-delay path: cells and delay by family (launching register included)]
kind / cells / cell delay, ns
buffers and inverters: 2 / 0.30
and+or+nand+nor: 6 / 0.80
DFF: 1 / 0.36
[stage by stage]
| step | total power [mW] | hold WS (ns) | cell area, um^2 | setup slack (ns) |
|---|---|---|---|---|
| after floorplan | 10.4 | 0.319 | 11300 | -1.11 |
| after global placement | 11.2 | 0.230 | 12300 | -0.530 |
| after detailed placement | 11.2 | 0.237 | 12300 | -0.553 |
| after CTS | 18.0 | 0.243 | 13200 | -0.552 |
| after global routing | 18.8 | 0.260 | 13400 | -0.695 |
| final | 17.9 | 0.221 | 13400 | -0.612 |
[worst paths after layout]
check	startpoint	end	slack, ns	cells past startpoint
max in group clk1	u1.u1.count[0]	u1.u1.regs[14][0]	-0.12	3
min	r0.oRESET	u1.CLK_COUNT_400HZ[0]	0.22	1
max reg2reg	r0.Cont[3]	r0.Cont[19]	-0.61	8
min in group clk1	SW[14]	u1.u1.regs[8][4]	0.50	2
min in group clk0	u1.CLK_400HZ	u1.CLK_400HZ	0.47	1
max	r0.Cont[3]	r0.Cont[19]	-0.61	8
max in group asynchronous	r0.oRESET	u1.CLK_COUNT_400HZ[9]	0.61	1
min reg2reg	r0.oRESET	u1.CLK_COUNT_400HZ[0]	0.22	1
[sequential cells by signal, indices dropped and copies added (netlist names), 5 cells and up]
register / cells
u1.CHAR_COUNT: 5
u1.u1.regs: 128
r0.Cont: 20
u1.CLK_COUNT_400HZ: 20
LCD_DATA: 8
u1.u1.dec: 8
[power by group through the flow]
stage / combinational, mW / clock [mW] / sequential [mW]
CTS: 3.36 / 6.95 / 7.70
finish: 3.37 / 6.84 / 7.70
global route: 3.82 / 7.24 / 7.70
[layout make-up]
type / instances / area (um^2)
clock inverter: 16 / 161
tap: 280 / 350
timing repair buffer: 105 / 911
inverter: 31 / 124
fill: 1727 / 8440
multi-input combinational: 746 / 5400
clock buffer: 24 / 568
sequential: 205 / 5880
[cell usage in the layout, fill, tap and decap left out, types with 15 or more instances in the layout]
cell / count
and3_1: 15
ha_1: 42
nand3_1: 38
edfxtp_1: 167
clkbuf_16: 23
nor3_1: 20
o21ai_0: 43
nor2_1: 64
nand2_1: 75
a22oi_1: 26
nand4_1: 19
inv_1: 26
a21oi_1: 37
clkdlybuf4s50_1: 18
nand2b_1: 20
xnor2_1: 26
a221oi_1: 20
buf_4: 77
dfrtp_1: 24
xor2_1: 20
[timing repair]
action / 4_1_cts / 5_1_grt
gates resized: 32 / 28
endpoints found under the setup margin: 182 / 182
setup buffers: 6 / 9
gates cloned: 1 / 1
pin swaps: 21 / 24
Power is estimated from default activity; no workload was simulated.
